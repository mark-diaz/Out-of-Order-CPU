--- flow/design.v ---
module reg_file(
    input clk,
    input reset_n,
    input [4:0] rs1,          
    input [4:0] rs2,          
    input [4:0] rd1,          
    input [31:0] rd1_data,    
    input regWrite1,          
    input [4:0] rd2,          
    input [31:0] rd2_data,    
    input regWrite2,          
    output [31:0] rs1_data,  
    output [31:0] rs2_data   
);
    reg [31:0] registers [0:31];
    assign rs1_data = (rs1 == 5'b00000) ? 32'b0 : registers[rs1];  
    assign rs2_data = (rs2 == 5'b00000) ? 32'b0 : registers[rs2];  
    integer i;
    always @(posedge clk or negedge reset_n) begin
        if (!reset_n) begin
            for (i = 0; i < 32; i = i + 1) begin
                registers[i] = 32'd0;
            end
        end
        else begin
            if (regWrite1 && (rd1 != 5'b00000)) begin
                registers[rd1] <= rd1_data; 
            end
            if (regWrite2 && (rd2 != 5'b00000)) begin
                registers[rd2] <= rd2_data; 
            end
        end
    end
endmodule
--- flow/run.sh ---
#!/bin/bash
# OpenROAD 26Q1-2900-gdf79404cd8, Yosys 0.63+post, stock flow scripts
make -C /OpenROAD-flow-scripts/flow DESIGN_CONFIG=/design/flow/config.mk WORK_HOME=/design/flow/orfs finish
--- flow/config.mk ---
export PLATFORM = sky130hd
export DESIGN_NAME = reg_file
export DESIGN_NICKNAME = reg_file
export VERILOG_FILES = /design/flow/design.v
export SDC_FILE = /design/flow/constraint.sdc
export NUM_CORES = 4
export LEC_CHECK = 1
export CORE_UTILIZATION = 30
--- flow/constraint.sdc ---
current_design reg_file

set clk_period 8.2
set clk_io_pct 0.2

create_clock -name clk0 -period $clk_period [get_ports {clk}]

set non_clock_inputs [all_inputs -no_clocks]
set_input_delay [expr $clk_period * $clk_io_pct] -clock clk0 $non_clock_inputs
set_output_delay [expr $clk_period * $clk_io_pct] -clock clk0 [all_outputs]
==> run summary <==
fresh numbers from the pnr run: Setup crit end kind=output pin, DRT Pass-1 Iters=9, Top reg by flops=registers, drt total wl=443 mm, P_leak=28.8 nW, CTS Hold Bufs=0, total gr overflow=0, PortBufs=151, Yosys cell types=64, Synth async-reset ratio=1.00, Crit Path Max Fanout=12, post-synthesis sequential area ratio=0.430, yosys warns=2, Worst Setup Start Kind=input port, CTS root buf=clkbuf_16, DPL Wire Length=281 mm, GRT Util Overall=0.463, Tcrit/Tclk final=0.968, RePlAce Congestion=1.10, Worst R2R End=registers[16][6], Die W=441 µm, Hold Vio Cnt, Final=0, largest net degree at the start of global routing=roughly 120, Chip Height=441 µm, Worst-path clk slew=60 ps, CTS resizes=0, tool warnings=37, Mapped Cells=approximately 6,700, initial antenna violation count=34, Main synth FF type=dfrtp_1, Hold Crit Start=registers[1][4], Sink Count=a little under 1,000, Worst Skew=0 ps, status=finished clean, Starting Density=0.303, worst path arrival time=between 6000 and 7000 ps, R2R setup slack=7150 ps, reg2reg start=registers[16][6], ANT nets after route=0, H-tree Lvls=3, WS Path Type=input port to output pin, Post-Syn Area per Cell=roughly 8.6 µm², max_cap viols=0, Cell Area, Synth=57,700 µm², Wirelength per Cell=47.8 µm, Hold Path Depth=2, clk latency of the worst-skew pair=between 800 and 900 ps, Period minus WS final=7930 ps, setup TNS=0 ps, Yosys chip area=57,700 µm², total core area=191,000 µm², Req. time, crit path=6560 ps, vias in the first global route=around 62,000, Top area cell types=dfrtp_1 (43%), a22oi_1 (18%), mux2i_1 (6.5%), CTS max path bufs=3, Yosys Instances=6,698, first-pass GRT wire length=581 mm, Rows=160, Area growth syn-to-layout=17.1%, max frequency=0.126 GHz, maximum vdd drop=0.194 mV, post-synth top area cell=dfrtp_1, # IOs=~150, remaining routing DRC violations=0, FF+latch count, synth=about 1,000, Vias/cell=7.08, share of cells above drive strength 1=0.120, Final Setup Violations=0, Worst slew margin=0.170, Regs by FF count=registers (992), RSZ-0062 raised after global routing=false, Final Max-Slew Violation Tally=0, Hold EP=registers[1][4], kind of path behind the tightest hold check=flop to flop, pwr/cell area=247 nW/µm², Setup Fix Bufs, Post-CTS=0, top-count cell post-synth=a22oi_1, TritonCTS Buffers=120, post-layout util=0.355, Filler cells=between 15,000 and 20,000, chip footprint=194,000 µm², worst slew pin tran=1240 ps, Dominant cell area share=0.430, FF-to-FF path depth=2, total number of vias=65,600, Detailed Route Iter0 Violations=9,909, max reg flops=992, EDFF count, synth=0, CTS tree=done, top cells by count=a22oi_1 (1,405), dfrtp_1 (992), nand2_1 (804)
-- cells in the final DEF, fill, tap and decap left out, drive strengths merged, types with 6 or more instances in the layout --
cell | synthesis | routed
nand3 | 60 | 60
a22oi | 1405 | 1405
nor3 | 68 | 68
nor4 | 31 | 31
nor2b | 10 | 10
mux2i | 376 | 376
nand2 | 814 | 814
inv | 7 | 9
dfrtp | 992 | 992
or2 | 10 | 10
nand3b | 14 | 14
o21ai | 558 | 558
a221oi | 11 | 11
nand4 | 86 | 86
buf | 271 | 438
clkinv | 0 | 29
nand2b | 18 | 18
bufinv | 0 | 13
and4 | 6 | 6
a22o | 19 | 19
a32oi | 28 | 28
a31oi | 21 | 21
clkbuf | 512 | 177
clkdlybuf4s50 | 0 | 142
and2 | 34 | 34
o211ai | 6 | 6
a21oi | 620 | 620
a211oi | 9 | 9
nor2 | 617 | 617
or3 | 7 | 7
a222oi | 35 | 35
diode | 0 | 34
-- stage by stage --
step / hold WS [ps] / setup WS, ps / std cells / area, µm² / power [mW]
2_1_floorplan: 532 / 3540 / 6698 / 57700 / 8.86
3_3_place_gp: 566 / 613 / 9006 / 63400 / 10.7
3_5_place_dp: 576 / 609 / 9006 / 63400 / 10.8
4_1_cts: 594 / 583 / 9231 / 67500 / 16.5
5_1_grt: 617 / 461 / 9233 / 67500 / 17.1
6_report: 595 / 266 / 9265 / 67600 / 16.7
-- power breakdown --
| part | internal (mW) | leakage (nW) | switching [mW] |
|---|---|---|---|
| sequential | 6.16 | 12.2 | 1.67 |
| clock | 3.34 | 2.03 | 2.44 |
| combinational | 1.33 | 14.5 | 1.76 |
-- logic make-up (layout without fill, tap and decap cells) --
group	count (synthesis)	after routing	synth area share
AOI/OAI and AO/OA	2740	2740	0.308
and+or+nand+nor	1794	1794	0.133
DFF	992	992	0.430
buffers and inverters	790	812	0.0622
muxes	382	382	0.0666
other	0	34	0
-- critical path, cell delays in order --
cell             delay, ps
clkdlybuf4s50_1       1190
nand2b_1               670
nor2_4                 870
buf_4                  470
a22oi_1                140
nand2_1                120
nor4_1                  60
a31oi_1                500
clkdlybuf4s50_1        580
-- cell type report --
class / count / area, µm² / share of cell area
clock inverters: 48 / 612 / 0.00905
inverters: 7 / 26.3 / 0.000389
diodes: 34 / 85.1 / 0.00126
well taps: 2511 / 3140 / 0.0465
clock buffers: 177 / 3500 / 0.0518
multi-input cells: 4916 / 30200 / 0.447
repair buffers: 580 / 5220 / 0.0772
flip-flops and latches: 992 / 24800 / 0.367
-- worst max-delay path by stage --
stage,startpoint,slack (ps),end
after CTS,rs1[1],580,rs1_data[7]
after global routing,rs1[1],460,rs1_data[7]
final,rs1[1],270,rs1_data[7]
-- metal layers --
layer	track usage	vias up	wire length, µm	share of wire
met5	0.0273	-	656	0.0015
met4	0.345	40	43700	0.099
met3	0.281	2255	71600	0.16
met2	0.608	6195	173000	0.39
met1	0.547	32300	154000	0.35
li1	-	24800	-	-
Power figures rest on the tool's default switching activity, not on a simulated workload.
