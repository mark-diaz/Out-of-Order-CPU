### design/flow/design.v
module ALU(
    input [31:0] A,              
    input [31:0] B,              
    input [3:0] ALUControl,      
    output reg [31:0] Result,    
    output Zero                  
);
    assign Zero = (Result == 32'b0);
    always @(*) begin
        case (ALUControl)
            4'b0010: Result = A + B;        
            4'b0110: Result = A - B;        
            4'b0001: Result = A | B;        
            4'b0011: Result = A ^ B;        
            4'b0111: Result = A >>> B[4:0];  
			4'b1000: Result = B;
            default: Result = 32'b0;        
        endcase
    end
endmodule
module ALU_controller (
    input [1:0] ALUOp,       
    input [2:0] funct3,      
    input [6:0] funct7,     
    output reg [3:0] ALUControl,
	output reg MemSize
);
    always @(*) begin
        ALUControl = 4'b1111;
        MemSize = 0;  
        case (ALUOp)
            2'b00: begin 
                ALUControl = 4'b0010;  
					case (funct3)
                        3'b000: MemSize = 1'b0;  
                        3'b010: MemSize = 1'b1;  
                        default: MemSize = 1'b0;  
                    endcase
            end
            2'b01: begin 
                ALUControl = 4'b1000;  
            end
            2'b10: begin
                case (funct3)
                    3'b000: begin
                        if (funct7 == 7'b0000000)
                            ALUControl = 4'b0010;  
                        else if (funct7 == 7'b0100000)
                            ALUControl = 4'b0110;  
                        else
                            ALUControl = 4'b1111;
                    end
                    3'b100: ALUControl = 4'b0011;  
                    default: ALUControl = 4'b1111;
                endcase
            end
            2'b11: begin 
                case (funct3)
                    3'b000: ALUControl = 4'b0010;  
                    3'b110: ALUControl = 4'b0001;  
                    3'b100: ALUControl = 4'b0011;  
                    3'b101: ALUControl = 4'b0111;  
                    default: ALUControl = 4'b1111;
                endcase
            end
            default: ALUControl = 4'b1111; 
        endcase
    end
endmodule
module controller (
	input [6:0] opcode,
	output reg MemRead,
	output reg MemtoReg,
	output reg [1:0] ALUOp,
	output reg MemWrite,
	output reg ALUSrc,
	output reg RegWrite,
	output reg LoadUpper
);
	parameter R_TYPE = 7'b0110011;
	parameter I_TYPE = 7'b0010011;
	parameter S_TYPE = 7'b0100011;
	parameter U_TYPE = 7'b0110111;
	parameter LW_TYPE = 7'b0000011;
	always @(*) begin
		MemRead = 0;
		MemtoReg = 0;
		ALUOp = 2'b00;
		MemWrite = 0;
		ALUSrc = 0;
		RegWrite = 0;
		case (opcode)
			R_TYPE: begin
				ALUOp = 2'b10;  
				RegWrite = 1;   
			end
			I_TYPE: begin
				ALUOp = 2'b11;  
				ALUSrc = 1;     
				RegWrite = 1;   
			end
			S_TYPE: begin
				MemWrite = 1;   
				ALUSrc = 1;     
			end
			LW_TYPE: begin
				MemRead = 1;    
				MemtoReg = 1;   
				ALUSrc = 1;     
				RegWrite = 1;   
			end
			U_TYPE: begin
				ALUOp = 2'b01;  
				LoadUpper = 1;  
				RegWrite = 1;   
				ALUSrc = 1;
			end
			default: begin
			end
		endcase
	end
	endmodule
module functional_unit(
    input [138:0] issue_queue_entry,   
    input enable,
    output [31:0] result,          
    output zero_flag,              
    output [5:0] dest_reg,         
    output [5:0] rob_index,         
    output [31:0] store_data,
    output memWrite,
    output memRead,
    output memSize,
    output regWrite
);
    wire [2:0] funct3       = issue_queue_entry[138:136];
    wire [6:0] funct7       = issue_queue_entry[135:129];
    wire [6:0] opcode       = issue_queue_entry[128:122];
    wire [5:0] phys_rd      = issue_queue_entry[121:116];
    wire [5:0] phys_rs1     = issue_queue_entry[115:110];
    wire [31:0] phys_rs1_val = issue_queue_entry[109:78];
    wire [5:0] phys_rs2     = issue_queue_entry[77:72];
    wire [31:0] phys_rs2_val = issue_queue_entry[71:40];
    wire [31:0] immediate   = issue_queue_entry[39:8];
    wire [5:0] ROB_entry_index = issue_queue_entry[7:2];
    wire [1:0] FU_count     = issue_queue_entry[1:0];
    wire MemRead, MemtoReg, MemWrite, ALUSrc, RegWrite, LoadUpper;
    wire [1:0] ALUOp;
    wire [3:0] ALUControl;
    wire MemSize;
    wire [31:0] operand_b;
    wire [31:0] alu_result;
    wire zero;
    controller u_controller (
        .opcode(opcode),
        .MemRead(MemRead),
        .MemtoReg(MemtoReg),
        .ALUOp(ALUOp),
        .MemWrite(MemWrite),
        .ALUSrc(ALUSrc),
        .RegWrite(RegWrite),
        .LoadUpper(LoadUpper)
    );
    ALU_controller u_alu_controller (
        .ALUOp(ALUOp),
        .funct3(funct3),
        .funct7(funct7),
        .ALUControl(ALUControl),
        .MemSize(MemSize)
    );
    assign operand_b = ALUSrc ? immediate : phys_rs2_val;
    ALU u_alu (
        .A(phys_rs1_val),
        .B(operand_b),
        .ALUControl(ALUControl),
        .Result(alu_result),
        .Zero(zero)
    );
    assign result = (enable) ? alu_result : 32'd0;
    assign zero_flag = (enable) ? zero : 1'b0;
    assign dest_reg = (enable) ? phys_rd : 5'd0;
    assign rob_index = (enable) ? ROB_entry_index : 32'd0;
    assign store_data = (enable && MemWrite) ? phys_rs2_val : 32'd0;
    assign memWrite = (enable) ? MemWrite : 1'b0;
    assign memRead = (enable) ? MemRead : 1'b0;
    assign memSize = (enable) ? MemSize : 3'd0;
    assign regWrite = (enable) ? RegWrite : 1'b0;
endmodule
### design/flow/run.sh
#!/bin/bash
# OpenROAD 26Q1-2900-gdf79404cd8, Yosys 0.63+post, stock flow scripts
make -C /OpenROAD-flow-scripts/flow DESIGN_CONFIG=/design/flow/config.mk WORK_HOME=/design/flow/orfs finish
### design/flow/config.mk
export PLATFORM = sky130hd
export DESIGN_NAME = functional_unit
export DESIGN_NICKNAME = functional_unit
export VERILOG_FILES = /design/flow/design.v
export SDC_FILE = /design/flow/constraint.sdc
export NUM_CORES = 4
export LEC_CHECK = 1
export CORE_UTILIZATION = 40
### design/flow/constraint.sdc
current_design functional_unit

set clk_period 47.6
set clk_io_pct 0.2

create_clock -name clk0 -period $clk_period

set non_clock_inputs [all_inputs -no_clocks]
set_input_delay [expr $clk_period * $clk_io_pct] -clock clk0 $non_clock_inputs
set_output_delay [expr $clk_period * $clk_io_pct] -clock clk0 [all_outputs]
==> reports/results.ini <==
[final_timing]
max_freq_ghz=0.03624
drv_slew=0
rsz0062_at_grt=no
tns_ns=0
hold_viol=0
timing.hold.ws_ns=19.96
tightest_slew_ns=0.8778
period_needed_ns=27.59
setup-violations-final=0
slew_headroom=0.4134
post-route-period-util=0.5797

[clock_tree]
cts_hold_buf=0
cts_setup_buffers=0
cts_resized=0

[global_routing]
grt_overflow=0
grt_max_degree=50
grt_pass1_vias=8521
grt_pass1_wl_um=50740
antenna_found_initial=1
grt_usage=0.3753

[floorplanning]
design.die.area_sq_mm=0.01795
rows=47
initial_core_util=0.4141
die_x_um=134.0
core_area_sq_mm=0.01682
boundaryPins=221
die_h_um=134.0

[yosys]
top_area_frac=0.1168
synthDistinctLibCells=87
yosysWarnings=3
avgSynthCellArea_sq_um=6.584
synth_seq_share=0
ys_area_sq_mm=0.006965
ys_cells=1058
syn-cell-area_sq_mm=0.006965
topCellsByArea=ha_1 (12%), mux2i_1 (6.9%), and2_1 (5.9%), a21oi_1 (5.3%), o21ai_0 (5.0%)
synthCells=1058
yosysTopAreaCell=ha_1

[setup_path]
critPathCaptureType=primary output
start_kind=primary input
cpPeakStageDelay_ns=0.71
arrival_ns=18.07
crit_type=primary input to primary output
worstPathMaxFanout=22
crit_slowest_cell=clkdlybuf4s50_1
crit_required_ns=38.08

[worst_hold_path]
min_path_type=primary input to primary output
hold_depth=3

[detailed_routing]
highest_layer=met4
viasPerCell=6.525
dr_wl_met2_um=14330
route.detailed.drc=0
drt_iter0_markers=1115
wl_met1_um=14770
first_pass_iters=6
wl_per_cell_um=23.46
antenna_left=0
antenna-diode-count=0
vias=9501
wl_met3_um=4069
wl_um=34150

[finish]
layout-drive-gt1-share=0.04935
regArea_sq_um=0
flops=0
syn_to_final_growth_pct=33.45
final_util=0.5527
clock_buffers=0

[power_and_ir_drop]
vdd_ir_drop_max_v=0.000005555
totalPowerFinal_uw=106.6
p_per_area_mw_per_mm2=11.46
leakage_uw=0.003522

[placed_design]
dp_hpwl_um=26660
io_buffer_count=207
gp_congestion=1.045

[job]
log.warning_count=49
maxCapViolations=0

[status]
status=complete, no violations

[cell type report]
cell class	count	area, sq um
repair buffers	237	2297
fillers	1659	7523
well taps	220	275.3
inverters	55	206.4
multi-input cells	944	6516
[kinds of logic after synthesis]
group,share of synthesized area
xor gates and xnor gates,0.06287
and+or+nand+nor,0.3079
muxes,0.07868
buffers and inverters,0.06844
adders and majority gates,0.1196
AOI/OAI and AO/OA,0.3625
[per-layer routing]
metal	global-route usage	up-vias
met3	0.08835	66
met2	0.5602	644
met5	0	-
met4	0.1010	0
met1	0.5378	4358
li1	-	4433
[placed cells by master (no fill, tap or decap), types with 27 or more instances in the layout]
master	count
a211oi_1	27
nor3_1	39
nand2_1	70
inv_1	50
o21ai_0	70
xnor2_1	33
and2_1	66
a21oi_1	74
mux2i_1	48
ha_1	65
nor2_1	64
buf_4	30
clkdlybuf4s50_1	207
nand3_1	62
[critical path: cells and delay by family]
| kind | cells | cell delay, ns |
|---|---|---|
| AOI/OAI and AO/OA | 7 | 2.67 |
| and+or+nand+nor | 10 | 3.20 |
| adders and majority gates | 2 | 0.66 |
| xor gates and xnor gates | 1 | 0.08 |
| buffers and inverters | 5 | 1.92 |
[metrics by stage]
step,setup WS (ns),cells,area [sq um]
6_report,20.01,1456,9295
5_1_grt,19.48,1456,9295
4_1_cts,20.23,1456,9295
3_5_place_dp,20.27,1456,9295
3_3_place_gp,20.30,1456,9295
2_1_floorplan,23.45,1058,6965
[worst paths after layout]
path                          startpoint           end  slack, ns
setup / recovery  issue_queue_entry[126]     zero_flag      20.01
hold / removal      issue_queue_entry[3]  rob_index[1]      19.96
[Yosys cell counts, types with 18 or more instances]
library cell,n
inv_1,50
a31oi_1,18
nor3_1,39
a22oi_1,21
o21ai_0,70
a21oi_1,74
and2_1,66
o221ai_1,19
nor2_1,64
ha_1,65
a211oi_1,27
nand2_1,70
nor2b_1,19
nand4_1,20
clkbuf_1,38
mux2i_1,48
xnor2_1,33
nand3_1,62
[report_power, final]
group          switching, uW  internal [uW]  total [uW]
clock network              0              0           0
registers                  0              0           0
logic                   59.1           47.5         107
total                   59.1           47.5         107
