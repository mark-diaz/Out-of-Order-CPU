===== ./design.v =====
module reorder_buffer(
    input clk,
    input reset_n,
    input alloc_valid,
    input [31:0] alloc_instr_addr,
    input [5:0] alloc_dest,
    input [5:0] alloc_oldDest,
    input [4:0] alloc_archDest,
    output wire alloc_ready,  
    output reg [5:0] rob_entry_num,
    input writeback_valid1,
    input writeback_valid2,
    input writeback_valid3,
    input writeback_valid4,
    input [5:0] writeback_idx1,  
    input [31:0] writeback_value1,  
    input [5:0] writeback_idx2,  
    input [31:0] writeback_value2,
    input [5:0] writeback_idx3,  
    input [31:0] writeback_value3,
    input [5:0] writeback_idx4,  
    input [31:0] writeback_value4,
    input [5:0] phys_rs1,
    input [5:0] phys_rs2,
    output reg forward_rs1_valid,
    output reg forward_rs2_valid,
    output reg [31:0] rob_forward_data_rs1,
    output reg [31:0] rob_forward_data_rs2,
    output reg commit_valid_1,  
    output reg commit_valid_2,
    output reg [5:0] commit_dest_1,
    output reg [5:0] free_oldDest_1,
    output reg [31:0] commit_value_1,  
    output reg [4:0] commit_archDest_1,
    output reg [5:0] commit_dest_2,
    output reg [5:0] free_oldDest_2,
    output reg [31:0] commit_value_2,
    output reg [4:0] commit_archDest_2,
    input commit_ready
);
    reg rob_valid[63:0];          
    reg [5:0] rob_dest[63:0];     
    reg [5:0] rob_oldDest[63:0];  
    reg[4:0] rob_archDest[63:0];
    reg [31:0] rob_instr_addr[63:0];  
    reg rob_result_ready[63:0];   
    reg [31:0] rob_value[63:0];   
    reg [5:0] head, tail;
    reg prev_alloc_valid;
    reg prev_commit_ready;
    reg new_head;
    integer i;
    assign alloc_ready = !((tail + 1) % 64 == head);
    always @(*) begin
        commit_valid_1 = 0;  
        commit_valid_2=0;
        commit_dest_1 = 6'b111111;
        free_oldDest_1 = 6'b111111;
        commit_archDest_1=5'b11111;
        commit_archDest_2=5'b11111;
        commit_value_1 = 32'b0;
        commit_dest_2 = 6'b111111;
        free_oldDest_2 = 6'b111111;
        commit_value_2 = 32'b0;
        rob_entry_num = tail;
        forward_rs1_valid = 0;
        forward_rs2_valid = 0;
        rob_forward_data_rs1 = 32'b0;
        rob_forward_data_rs2 = 32'b0;
        for(i = 0; i < 64;i = i + 1) begin
            if(forward_rs1_valid==1'b0 && rob_dest[i] == phys_rs1 &&rob_valid[i] && rob_result_ready[i]) begin
                forward_rs1_valid = 1'b1;
                rob_forward_data_rs1 = rob_value[i];
            end
            if(forward_rs2_valid==1'b0 && rob_dest[i] == phys_rs2 &&rob_valid[i] && rob_result_ready[i]) begin
                forward_rs2_valid = 1'b1;
                rob_forward_data_rs2 = rob_value[i];
            end
        end
        if (commit_ready && rob_valid[head] && rob_result_ready[head]) begin
            commit_valid_1 = 1;
            commit_dest_1 = rob_dest[head];
            free_oldDest_1 = rob_oldDest[head];
            commit_value_1 = rob_value[head];
            commit_archDest_1 = rob_archDest[head];
            if (rob_valid[(head + 1) % 64] && rob_result_ready[(head + 1) % 64]) begin
                commit_valid_2 = 1;
                commit_dest_2 = rob_dest[(head + 1) % 64];
                free_oldDest_2 = rob_oldDest[(head + 1) % 64];
                commit_value_2 = rob_value[(head + 1) % 64];
                commit_archDest_2 = rob_archDest[(head + 1) % 64];
            end
        end
    end
    always @(posedge clk or negedge reset_n) begin
        if (!reset_n) begin
            for (i = 0; i < 64; i = i + 1) begin
                rob_valid[i] <= 0;
                rob_result_ready[i] <= 0;
                rob_oldDest[i] <= 6'b0;
                rob_archDest[i] <= 6'b0;
                rob_instr_addr[i] <= 32'b0;
            end
            head <= 0;
            tail <= 0;
        end else begin
				prev_alloc_valid <= alloc_valid;
				prev_commit_ready <= commit_ready;
            if (prev_alloc_valid && alloc_ready) begin
                rob_valid[tail] <= 1;
                rob_instr_addr[tail] <= alloc_instr_addr;
                rob_dest[tail] <= alloc_dest;
                rob_archDest[tail] <= alloc_archDest;
                rob_oldDest[tail] <= alloc_oldDest;
                rob_result_ready[tail] <= 0;
                tail <= (tail + 1) % 64;
            end
            if (writeback_valid1) begin           
                if (rob_valid[writeback_idx1] ) begin
                    rob_result_ready[writeback_idx1] <= 1;
                    rob_value[writeback_idx1] <= writeback_value1;
                end
			end
            if (writeback_valid2) begin           
                if (rob_valid[writeback_idx2] ) begin
                    rob_result_ready[writeback_idx2] <= 1;
                    rob_value[writeback_idx2] <= writeback_value2;
                end
            end
            if (writeback_valid3) begin           
                if (rob_valid[writeback_idx3] ) begin
                    rob_result_ready[writeback_idx3] <= 1;
                    rob_value[writeback_idx3] <= writeback_value3;
                end
            end
            if (writeback_valid4) begin           
                if (rob_valid[writeback_idx4] ) begin
                    rob_result_ready[writeback_idx4] <= 1;
                    rob_value[writeback_idx4] <= writeback_value4;
                end
            end
            if (prev_commit_ready && rob_valid[head] && rob_result_ready[head]) begin
                rob_valid[head] <= 0;
                if (rob_valid[(head + 1) % 64] && rob_result_ready[(head + 1) % 64]) begin
                    rob_valid[(head + 1) % 64] <= 0;
                    head <= (((head + 1) % 64) + 1) % 64;
                end
                else begin
                    head <= (head + 1) % 64;
                end
            end
        end
    end
endmodule

===== ./run.sh =====
#!/bin/bash
# OpenROAD 26Q1-2900-gdf79404cd8, Yosys 0.63+post, stock flow scripts
make -C /OpenROAD-flow-scripts/flow DESIGN_CONFIG=/design/flow/config.mk WORK_HOME=/design/flow/orfs finish

===== ./config.mk =====
export PLATFORM = sky130hd
export DESIGN_NAME = reorder_buffer
export DESIGN_NICKNAME = reorder_buffer
export VERILOG_FILES = /design/flow/design.v
export SDC_FILE = /design/flow/constraint.sdc
export NUM_CORES = 4
export LEC_CHECK = 1
export CORE_UTILIZATION = 50

===== ./constraint.sdc =====
current_design reorder_buffer

set clk_period 94.0
set clk_io_pct 0.2

create_clock -name clk0 -period $clk_period [get_ports {clk}]

set non_clock_inputs [all_inputs -no_clocks]
set_input_delay [expr $clk_period * $clk_io_pct] -clock clk0 $non_clock_inputs
set_output_delay [expr $clk_period * $clk_io_pct] -clock clk0 [all_outputs]

==> results.py <==
# Generated from Yosys and OpenROAD reports
metrics = {
    "placement": {
        "place_hpwl_um": 2020000,
        "io_buffers": 361,
        "gp_congestion": 1.62,
    },
    "global_routing": {
        "grt_pass1_wl_um": 3770000,
        "grt_overflow": 49861,
        "grtUsageTotal": 1.07,
        "grt_pass1_vias": 378292,
        "grt_start_max_net_pins": 105,
    },
    "synth": {
        "ys_area_mm2": 0.270,
        "ys_cells": 32865,
        "ys.flops": 3278,
        "ys_seq_frac": 0.349,
        "synth_area_mm2": 0.270,
        "synth_warnings": 8,
        "synth.distinct_cells": 114,
        "synthFlopType": "edfxtp_1",
        "syn-mean-instance-area_um2": 8.20,
        "syn_inst": 32865,
        "synthArstFlopShare": 0.257,
        "synth-edff-count": 2434,
    },
    "clock_tree": {
        "hold_buffers": 0,
        "cts-root-buf": "clkbuf_16",
        "clockBufferDepth": 4,
        "post-cts-setup-buffers": 0,
        "cts_buffers": 391,
        "clock_tree.htree_level_count": 5,
        "cts_repair_resize_count": 0,
        "cts_num_sinks": 3278,
    },
    "floorplanning": {
        "die_h_um": 736,
        "die_x_um": 736,
        "fp-row-count": 269,
        "fp_util": 0.502,
        "io_pins": 394,
    },
    "run_status": {
        "status": "aborted with a tool error",
        "stop_stage": "global routing (5_1_grt)",
        "stop_error": "[ERROR GRT-0116] Global routing finished with congestion. Check the congestion regions in the DRC Viewer.",
    },
}
## metrics by stage
stage	setup slack, ns	cells	area, µm²	utilization	power [mW]
floorplan	52.88	32865	270000	-	2.54
global placement	47.72	39302	292000	0.543	3.59
detailed placement	47.73	39302	292000	0.543	3.59
CTS	47.72	39996	304000	0.567	5.16
## synthesized netlist by cell type, types with 29 or more instances
| master | count | area, µm² |
|---|---|---|
| a2111oi_0 | 61 | 534 |
| a211oi_1 | 1715 | 12900 |
| a21o_1 | 83 | 623 |
| a21oi_1 | 4436 | 22200 |
| a221o_1 | 81 | 811 |
| a221oi_1 | 1196 | 10500 |
| a222oi_1 | 231 | 2310 |
| a22o_1 | 823 | 7210 |
| a22oi_1 | 1951 | 14600 |
| a31oi_1 | 155 | 970 |
| and2_1 | 80 | 500 |
| and3_1 | 149 | 932 |
| and4_1 | 57 | 499 |
| buf_1 | 380 | 1430 |
| buf_2 | 142 | 711 |
| buf_4 | 45 | 338 |
| buf_6 | 48 | 541 |
| clkbuf_1 | 3315 | 12400 |
| dfrtp_1 | 844 | 21100 |
| edfxtp_1 | 2434 | 73100 |
| inv_1 | 92 | 345 |
| mux2_2 | 287 | 3230 |
| mux2i_1 | 2035 | 20400 |
| nand2_1 | 2408 | 9040 |
| nand2b_1 | 60 | 375 |
| nand3_1 | 685 | 3430 |
| nand4_1 | 673 | 4210 |
| nor2_1 | 4737 | 17800 |
| nor2b_1 | 84 | 526 |
| nor3_1 | 340 | 1700 |
| nor4_1 | 310 | 1940 |
| o211ai_1 | 129 | 968 |
| o21ai_0 | 495 | 2480 |
| o221ai_1 | 291 | 2550 |
| o22a_1 | 29 | 254 |
| o22ai_1 | 410 | 2560 |
| o31ai_1 | 32 | 240 |
| or2_2 | 70 | 438 |
| or3_1 | 84 | 526 |
| or4_1 | 103 | 773 |
| xnor2_1 | 353 | 3090 |
| xor2_1 | 440 | 3850 |
## cells by family after synthesis
| family | Yosys count | synth area share |
|---|---|---|
| AND-OR/OR-AND | 12389 | 0.312 |
| XOR/XNOR | 793 | 0.0258 |
| adder cells (fa/ha/maj) | 13 | 0.000594 |
| multiplexers | 2323 | 0.0876 |
| AND/OR/NAND/NOR | 10033 | 0.166 |
| flip-flops | 3278 | 0.349 |
| buffers and inverters | 4036 | 0.0591 |
## routing by layer
metal / GRT overflow / global-route usage
met1: 3387 / 0.978
met2: 35736 / 1.30
met3: 3108 / 0.938
met4: 7209 / 1.05
met5: 421 / 0.861
Power figures rest on the tool's default switching activity, not on a simulated workload.
